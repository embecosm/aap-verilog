==> /design/flow/config.mk <==
export PLATFORM = sky130hd
export DESIGN_NAME = regfile
export DESIGN_NICKNAME = regfile
export VERILOG_FILES = /design/flow/design.v
export SDC_FILE = /design/flow/constraint.sdc
export NUM_CORES = 4
export LEC_CHECK = 1
export CORE_UTILIZATION = 40
==> /design/flow/constraint.sdc <==
current_design regfile

set clk_period 1.5
set clk_io_pct 0.2

create_clock -name clk0 -period $clk_period [get_ports {clock}]

set non_clock_inputs [all_inputs -no_clocks]
set_input_delay [expr $clk_period * $clk_io_pct] -clock clk0 $non_clock_inputs
set_output_delay [expr $clk_period * $clk_io_pct] -clock clk0 [all_outputs]
==> /design/flow/design.v <==
module regfile (
    clock,
    reset,
    rd1,         
    wr1,         
    wr1_data,    
    wr1_enable,  
    rd1_data     
    );
input clock;
input reset;
input [1:0]     rd1;             
input [1:0]     wr1;
input [15:0]    wr1_data;        
input           wr1_enable;
output [15:0]  rd1_data;         
reg [15:0] registers [0:3];
always @(posedge clock or posedge reset) begin
    if (reset) begin
        registers[0] = 0;
        registers[1] = 0;
        registers[2] = 0;
        registers[3] = 0;
    end
    else begin
        registers[wr1] = wr1_data;
    end
end
assign rd1_data = registers[rd1];
endmodule
==> /design/flow/run.sh <==
#!/bin/bash
# OpenROAD 26Q1-2900-gdf79404cd8, Yosys 0.63+post, stock flow scripts
make -C /OpenROAD-flow-scripts/flow DESIGN_CONFIG=/design/flow/config.mk WORK_HOME=/design/flow/orfs finish
==> Slide: Implementation Results <==
Flow Results at a Glance

Timing
  • Post-layout worst setup margin: -122 ps
  • Final period util: 1.08
  • Worst hold slack: 382 ps
  • Pins over their slew limit: 0
  • Transition time of the tightest slew-check pin: 339 ps
  • Setup repair after global routing missed its margin: yes
  • Final setup violation count: 16
  • Time the final worst path needs with I/O delays and setup: 1620 ps
  • Hold violation total from the final report: 0
  • Largest clock skew in the final design: 0 ps
  • Maximum clock frequency: 616 MHz
  • Slew HR: 0.774

Critical path
  • Critical Path Max Stage Delay: 480 ps
  • Crit path from: registers[3][1]
  • Gate family responsible for the most delay along the worst path: multiplexers
  • Critical-path cell with the highest stage delay: sky130_fd_sc_hd__mux4_2
  • Bufs and invs on worst path: 1
  • Setup CP Type: reg -> out
  • Cell Chain, Critical Path: mux4_2, buf_2
  • Worst r2r src: registers[1][3]
  • Launching element type of the critical path: flip-flop
  • Kind of capture point of the worst setup path: primary output
  • Critical path fanouts, max: 2
  • Critical path arrival: 1320 ps
  • Crit path required time: 1200 ps

Global routing
  • Most Crowded Layer GR: met2
  • Met3 track demand over resource in global routing: 0.0731
  • Maximum number of pins on one net before global-route repair: 65
  • Via count of the first global-routing pass: 1749
  • Met2 GRT Util: 0.250
  • Wire length of the first global-routing pass: ~8.9 mm
  • Total routing resource utilization after global routing: 0.166
  • Remaining global-route overflow: 0
  • Initial antenna violation count: 0
  • Met1 global-route usage: 0.246

Pwr
  • Sequential share of power: 0.501
  • Sw Share: 0.231
  • Relative contribution of the clock network to total power: 0.303
  • Psw: 0.000972 W
  • Internal Power: 0.00323 W
  • Ratio of total power to cell area: 1150 nW/um^2
  • Leakage: 1.61 nW
  • Combinational Power Share: 0.195
  • Max IR drop VDD: 625 uV

Clock network
  • Post-CTS Hold Buffers: 0
  • Cell at the root of the clock tree: sky130_fd_sc_hd__clkbuf_8
  • Clock-pin slew on the worst setup and hold paths: around 70 ps
  • Number of buffers created by CTS: 9
  • Deepest clock path buffer count: 2
  • CTS sink count: 64
  • CTS H-tree depth: 3
  • Clock network latency to the later pin of the worst-skew pair: 330 ps
  • CTS tree: yes

Finish
  • Post-layout utilization of the core: 0.527
  • Fraction of final layout cells sized beyond drive strength 1: 0.620
  • Post-route cell area: 3640 um^2
  • Layout area overhead: 24.8%
  • Number of flip-flops under the largest register name: 64

Logic synthesis
  • Post-synth mux share: 0.398
  • Ys Warns: 2
  • YS chip area: around 3000 um^2
  • Xor/xnor cell area share of the yosys netlist: 0
  • AO/OA Area Share: 0
  • Per-instance average area after synthesis: 18.3 um^2
  • Cells in synth_stat.txt: 159
  • Area share of fa/ha/maj cells after synthesis: 0
  • Simple-Gate Fraction of Synth Area: 0.00858
  • Number of register bits inferred by synthesis: 64
  • Sequential element share of the synthesized area: 0.549
  • Synth cell types: 12
  • Top logic cell family in the synthesized netlist: multiplexers
  • Post-Syn Instances: 159
  • Post-synthesis instance area: 2920 um^2

Routing
  • Via count of the routed design: 1595
  • Ratio of routed vias to standard cells: 4.91
  • Count of antenna diodes in the layout: 0
  • Detailed router's first-iteration violation count: 44
  • Final Routed Wirelength: 5.50 mm
  • Routed wire per std cell: 16.9 um
  • First-pass iteration count of the detailed router: 4
  • Antenna Violating Nets Remaining: 0
  • DRC violations left: 0

Placed design
  • Post-Place Worst Slack: -805 ps
  • HPWL after detailed placement: 3.55 mm
  • Final Wtd Congestion: 0.754
  • Placed Area: 3460 um^2
  • Port buffer count: 37

Floorplan
  • Die Y: 87.4 um
  • Number of ports placed on the die boundary: 39
  • Area of the die: 7640 um^2
  • Die W: 87.4 um
  • Placeable core area: between 6000 and 7000 um^2
  • Site row count: 30
  • Floorplan utilization: 0.422

Flow run
  • Tally of OpenROAD warnings: 28
  • Number of maximum-capacitance violations: 0

Outcome
  • Violated checks: negative setup slack
  • Status: finished with violations

Hold path
  • Class of the tightest hold or removal check: in -> async
[layout make-up]
class | instances | area [um^2]
sequential | 64 | 1600
clock inverter | 3 | 17.5
timing repair buffer | 65 | 556
tap | 96 | 120
fill | 574 | 3270
multi-input combinational | 84 | 1180
inverter | 1 | 7.51
clock buffer | 12 | 155
[metal layers]
metal  up-vias  part of all wire
met4         0             0.010
li1        721                 -
met2        57              0.46
met5         -                 0
met3         5             0.085
met1       812              0.44
[layout by cell type, fill, tap and decap left out, types with 2 or more instances in the layout]
cell                              Yosys  final
sky130_fd_sc_hd__clkinv_2             0      2
sky130_fd_sc_hd__mux4_2              15     16
sky130_fd_sc_hd__mux2_4              20     20
sky130_fd_sc_hd__dfrtp_1             64     64
sky130_fd_sc_hd__nand2b_1             2      2
sky130_fd_sc_hd__buf_4                0     23
sky130_fd_sc_hd__buf_2                2     17
sky130_fd_sc_hd__clkinvlp_4           0      2
sky130_fd_sc_hd__mux2_2              44     44
sky130_fd_sc_hd__clkbuf_8             0     11
sky130_fd_sc_hd__clkdlybuf4s50_1      0     19
sky130_fd_sc_hd__buf_12               3      3
[synth_stat cells]
library cell | instances | share of area
sky130_fd_sc_hd__buf_12 | 3 | 0.021
sky130_fd_sc_hd__buf_2 | 2 | 0.0034
sky130_fd_sc_hd__buf_6 | 5 | 0.019
sky130_fd_sc_hd__dfrtp_1 | 64 | 0.55
sky130_fd_sc_hd__inv_1 | 1 | 0.0013
sky130_fd_sc_hd__mux2_2 | 44 | 0.17
sky130_fd_sc_hd__mux2_4 | 20 | 0.10
sky130_fd_sc_hd__mux4_1 | 1 | 0.0090
sky130_fd_sc_hd__mux4_2 | 15 | 0.12
sky130_fd_sc_hd__nand2_2 | 1 | 0.0021
sky130_fd_sc_hd__nand2b_1 | 2 | 0.0043
sky130_fd_sc_hd__nor2_2 | 1 | 0.0021
[worst reg2reg max path: stages (launching register included)]
cell                      delay (ps)
sky130_fd_sc_hd__dfrtp_1         380
sky130_fd_sc_hd__buf_4           130
sky130_fd_sc_hd__buf_4           120
sky130_fd_sc_hd__mux2_4          250
[power by group through the flow]
| stage | clock, W | combinational, W | sequential [W] |
|---|---|---|---|
| final | 0.00127 | 0.000821 | 0.00211 |
| after global routing | 0.00139 | 0.000891 | 0.00214 |
| after CTS | 0.00132 | 0.000822 | 0.00210 |
[metrics by stage]
step / total power (W) / instances / setup TNS [ps]
after floorplan: 0.00262 / 159 / 0
after global placement: 0.00296 / 301 / -19920
after detailed placement: 0.00300 / 301 / -21530
after CTS: 0.00425 / 323 / -1830
after global routing: 0.00442 / 325 / -2360
final: 0.00420 / 325 / -1510
[worst paths after layout]
| kind | endpoint | slack, ps | depth (start not counted) |
|---|---|---|---|
| max in group asynchronous | registers[3][13] | 820 | 3 |
| hold / removal | registers[1][14] | 380 | 3 |
| hold reg to reg | registers[3][3] | 500 | 1 |
| setup / recovery | rd1_data[1] | -120 | 2 |
| setup reg to reg | registers[1][3] | 510 | 3 |
| min in group clk0 | registers[3][3] | 500 | 1 |
[repair_timing]
action                                  CTS  global route
buffers inserted                          6             2
endpoints found under the setup margin   16            16
resized                                  57             0
gates cloned                              1             0
[logic make-up after synthesis]
group,Yosys count
mux,80
flops,64
buf+inv,11
simple gates,4
Power and IR drop assume default switching activity.
